<file path="flow/constraint.sdc">
current_design alg_box

set clk_period 3.9
set clk_io_pct 0.2

create_clock -name clk0 -period $clk_period [get_ports {clk_sys}]

set non_clock_inputs [all_inputs -no_clocks]
set_input_delay [expr $clk_period * $clk_io_pct] -clock clk0 $non_clock_inputs
set_output_delay [expr $clk_period * $clk_io_pct] -clock clk0 [all_outputs]
</file>
<file path="flow/config.mk">
export PLATFORM = sky130hd
export DESIGN_NAME = alg_box
export DESIGN_NICKNAME = alg_box
export VERILOG_FILES = /design/flow/design.v
export SDC_FILE = /design/flow/constraint.sdc
export NUM_CORES = 4
export LEC_CHECK = 1
export CORE_UTILIZATION = 50
</file>
<file path="flow/design.v">
module alg_box(
trig,
echo,
fire_measure,
done_measure,
err_measure,
data_measure,
clk_sys,
clk_slow,
rst_n
);
output trig;
input echo;
input fire_measure;
output done_measure;
output err_measure;
output [31:0] data_measure;
input clk_sys;
input clk_slow;
input rst_n;
parameter S_IDLE = 3'h0;
parameter S_TRIG = 3'h1;
parameter S_MEAS = 3'h2;
parameter S_CHECK = 3'h3;
parameter S_WAIT = 3'h4;
parameter S_DONE = 3'h7;
reg [2:0] st_alg;
wire done_lega;
wire done_alg;
wire done_wait;
always @ (posedge clk_sys or negedge rst_n)	begin
	if(~rst_n)
		st_alg <= S_IDLE;
	else begin
		case(st_alg)
			S_IDLE : st_alg <= fire_measure ? S_TRIG : S_IDLE;
			S_TRIG : st_alg <= S_MEAS;
			S_MEAS : st_alg <= done_lega ? S_CHECK : S_MEAS;
			S_CHECK: st_alg <= done_alg ? S_DONE : S_WAIT;
			S_WAIT : st_alg <= done_wait ? S_TRIG : S_WAIT;
			S_DONE : st_alg <= S_IDLE;
			default : st_alg <= S_IDLE;
		endcase
	end
end
reg [3:0] cnt_redo;
always @ (posedge clk_sys or negedge rst_n)	begin
	if(~rst_n)
		cnt_redo <= 4'h0;
	else if(st_alg == S_DONE)
		cnt_redo <= 4'h0;
	else if(st_alg == S_CHECK)
		cnt_redo <= cnt_redo + 4'h1;
	else ;
end
assign done_alg = (cnt_redo == 4'h4) ? 1'b1 : 1'b0;
reg [31:0] cnt_wait;
always @(posedge clk_sys or negedge rst_n)	begin
	if(~rst_n)
		cnt_wait <= 32'h0;
	else if(st_alg == S_WAIT)
		cnt_wait <= cnt_wait + 32'h1;
	else 
		cnt_wait <= 32'h0;
end
assign done_wait = (cnt_wait == 32'd20_000_00) ? 1'b1 : 1'b0;
wire fire_lega = (st_alg == S_TRIG) ? 1'b1 : 1'b0;
wire [31:0] data_lega;
wire err_lega;
lega_box u_lega_box(
.trig(trig),
.echo(echo),
.fire_measure(fire_lega),
.done_measure(done_lega),
.err_measure(err_lega),
.data_measure(data_lega),
.clk_sys(clk_sys),
.clk_slow(clk_slow),
.rst_n(rst_n)
);
reg [31:0] data_min;
always @ (posedge clk_sys or negedge rst_n)	begin
	if(~rst_n)
		data_min <= 32'hffff_ffff;
	else if(st_alg == S_IDLE)
		data_min <= 32'hffff_ffff;
	else if((done_lega)& (~err_lega))
		data_min <= (data_min <= data_lega) ? data_min : data_lega;
	else ;
end
reg [31:0] data_measure;
reg 			 done_measure;
reg				err_measure;
always @ (posedge clk_sys or negedge rst_n)	begin
	if(~rst_n)
		done_measure <= 1'b0;
	else if(st_alg == S_DONE)
		done_measure <= 1'b1;
	else 
		done_measure <= 1'b0;
end
always @ (posedge clk_sys or negedge rst_n)	begin
	if(~rst_n)
		data_measure <= 32'hffff_ffff;
	else if(st_alg == S_DONE)
		data_measure <= data_lega;
	else ;
end
always @ (posedge clk_sys or negedge rst_n)	begin
	if(~rst_n)
		err_measure <= 1'b0;
	else if(st_alg == S_DONE)
		err_measure <= err_lega;
	else ;
end
endmodule
module lega_box(
trig,
echo,
fire_measure,
done_measure,
err_measure,
data_measure,
clk_sys,
clk_slow,
rst_n
);
output trig;
input echo;
input fire_measure;
output done_measure;
output err_measure;
output [31:0] data_measure;
input clk_sys;
input clk_slow;
input rst_n;
parameter S_IDLE = 4'h0;
parameter S_INIT = 4'h1;
parameter S_MEAS = 4'h2;
parameter S_LEGA = 4'h3;
parameter S_TOUT = 4'h4;
parameter S_TRIG = 4'h5;
parameter S_DERR = 4'h6;
parameter S_DONE = 4'h7;
parameter S_WAIT = 4'he;
reg [3:0] st_lega;
wire ok_lega;
wire now_timeout;
wire done_core;
wire done_wait;
always @ (posedge clk_sys or negedge rst_n)	begin
	if(~rst_n)
		st_lega <= S_IDLE;
	else begin
		case(st_lega)
			S_IDLE : st_lega <= fire_measure ? S_INIT : S_IDLE;
			S_INIT : st_lega <= S_MEAS;
			S_MEAS : st_lega <= done_core ? S_LEGA : S_MEAS;
			S_LEGA : st_lega <= ok_lega ? S_DONE : S_TOUT;
			S_TOUT : st_lega <= now_timeout ? S_DERR : S_WAIT;
			S_WAIT : st_lega <= done_wait ? S_TRIG : S_WAIT;
			S_TRIG : st_lega <= S_MEAS;
			S_DERR : st_lega <= S_IDLE;
			S_DONE : st_lega <= S_IDLE;
			default : st_lega <= S_IDLE;
		endcase
	end
end
assign ok_lega = (data_measure[31:20] >= 12'h002) ? 1'b0 : 1'b1;
reg [3:0] cnt_retry;
always @(posedge clk_sys or negedge rst_n)	begin
	if(~rst_n)
		cnt_retry <= 4'h0;
	else if(st_lega == S_IDLE)
		cnt_retry <= 4'h0;
	else if(st_lega == S_TOUT)
		cnt_retry <= cnt_retry + 4'h1;
	else ;
end
assign now_timeout = (cnt_retry == 4'd10) ? 1'b1 : 1'b0;
reg [31:0] cnt_wait;
always @(posedge clk_sys or negedge rst_n)	begin
	if(~rst_n)
		cnt_wait <= 32'h0;
	else if(st_lega == S_WAIT)
		cnt_wait <= cnt_wait + 32'h1;
	else 
		cnt_wait <= 32'h0;
end
assign done_wait = (cnt_wait == 32'd30_000_00) ? 1'b1 : 1'b0;
wire fire_core = (st_lega == S_INIT) | (st_lega == S_TRIG);
sensor_core u_sersor_core(
.trig(trig),
.echo(echo),
.fire_measure(fire_core),
.done_measure(done_core),
.data_measure(data_measure),
.clk_sys(clk_sys),
.clk_slow(clk_slow),
.rst_n(rst_n)
);
wire done_measure = (st_lega == S_DONE) | (st_lega == S_DERR);
wire err_measure = (st_lega == S_DERR) ? 1'b1 : 1'b0;
endmodule
module sensor_core(
trig,
echo,
fire_measure,
done_measure,
data_measure,
err_measure,
clk_sys,
clk_slow,
rst_n
);
output trig;
input echo;
input fire_measure;
output done_measure;
output [31:0] data_measure;
output err_measure;
input clk_sys;
input clk_slow;
input rst_n;
reg [15:0] cnt_trig;
always @ (posedge clk_sys or negedge rst_n)	begin
	if(~rst_n)
		cnt_trig <= 16'h0;
	else if(cnt_trig == 16'd1500)
		cnt_trig <= 16'h0;
	else if(fire_measure)
		cnt_trig <= 16'h1;
	else if(cnt_trig != 16'h0)
		cnt_trig <= cnt_trig + 16'h1;
	else ;
end
wire trig = (cnt_trig != 16'h0) ? 1'b1 : 1'b0;
reg echo_d0;
reg echo_d1;
always @ (posedge clk_sys) begin
	echo_d0 <= echo;
	echo_d1 <= echo_d0;
end
reg [31:0] cnt_echo;
always @ (posedge clk_sys or negedge rst_n) begin
	if(~rst_n)
		cnt_echo <= 32'h0;
	else if(fire_measure)
		cnt_echo <= 32'h0;
	else if(echo_d0)
		cnt_echo <= cnt_echo + 32'h1;
	else ;
end
wire [31:0] data_measure;
assign data_measure = cnt_echo;
wire echo_falling =  echo_d1 & (~echo_d0);
wire done_measure = echo_falling;
wire err_measure = 1'b0;
endmodule
</file>
<file path="flow/run.sh">
#!/bin/bash
# OpenROAD 26Q1-2900-gdf79404cd8, Yosys 0.63+post, stock flow scripts
make -C /OpenROAD-flow-scripts/flow DESIGN_CONFIG=/design/flow/config.mk WORK_HOME=/design/flow/orfs finish
</file>
==> results.yml <==
# generated from flow reports
clock_tree:
  post-cts-setup-buffer-count: 0
  tritoncts: "done"
  clk_pin_slew_worst_paths_ns: 0.06
  cts_hold_buffers: 0
  cts_max_path_buffers: 2
  cts_resized: 0
  clock_latency_of_the_later_clocked_register_in_the_worst_skew_pair_ns: 0.42
  cts_num_sinks: 171
  cts_made_buffers: 17
  ctsRootBufferMaster: "sky130_fd_sc_hd__clkbuf_16"
  cts_max_level: 4
yosys:
  yosys.cell_types.count: 45
  yosysWarningCount: 3
  syn_area_um2: 8238
  post_synth_inst_count: 802
  ys.flop_type: "sky130_fd_sc_hd__dfrtp_1"
  syn-mean-instance-area_um2: 10.27
  ys_seq_frac: 0.5234
  synth-async-reset-ratio: 0.9883
  ys_cells: 802
  synth.top_cells.by_area: "sky130_fd_sc_hd__dfrtp_1 41%, sky130_fd_sc_hd__dfstp_2 11%, sky130_fd_sc_hd__mux2_2 4.5%, sky130_fd_sc_hd__xor2_1 3.4%, sky130_fd_sc_hd__nor2_1 3.1%"
  ys_ff: 171
  ys_area_um2: 8238
  number_of_enable_flip_flop_cells: 0
  top_area_frac: 0.4101
  yosys.area.top_type: "sky130_fd_sc_hd__dfrtp_1"
setup_path:
  reg2reg_to: "u_lega_box.u_sersor_core.cnt_echo[30]$_DFFE_PN0P_"
  path_buffers: 2
  critical_path.top_delay_family: "simple AND/OR/NAND/NOR gates"
  critPathSlowestCell: "sky130_fd_sc_hd__clkdlybuf4s50_1"
  crit_end_element: "primary output"
  timing.critical_path.required_ns: 3.12
  cpPeakStageDelay_ns: 0.50
  critical_path.reg2reg.startpoint: "u_lega_box.u_sersor_core.cnt_echo[10]$_DFFE_PN0P_"
  timing.critical_path.cells: "inv_1, ha_1, nor4b_1, nand4_1, clkdlybuf4s50_1"
  timing.setup.critical_path_class: "flip-flop to primary output"
  reg2regPathDepth: 4
  worstPathArrival_ns: 2.23
  crit_path_start_kind: "flip-flop"
  crit_path_max_fanout: 7
  worst-r2r-setup-slack_ns: 1.69
floorplanning:
  floorplan.rows: 46
  floorplan.io_pins: 40
  floorplan_die_height_um: 130.4
  fp_util: 0.5149
  dieArea_um2: 16990
  die-width_um: 130.4
  core-area_um2: 16000
placement:
  port-buffer-count: 38
  place.detailed.hpwl_um: 10610
  place.gp.congestion: 0.8710
pwr:
  p_comb_frac: 0.033
  internal_power_w: 0.002781
  max-vdd-ir-drop_v: 0.0002847
  swShare: 0.2199
  power.share.clock: 0.444
  power.leakage_nw: 3.731
  sequential_group_share_of_total_power: 0.523
  net_switching_power_w: 0.0007839
  power.density_nw_per_um2: 380.2
  power_w: 0.003565
route:
  detailroute.wirelength.met3_um: 655
  via_count: 6110
  routed.top_layer: "met4"
  detail_route.first_pass.iterations: 5
  drt_iter0_markers: 488
  drc: 0
  diodes: 0
  routed-wl-met2_um: 7320
  totalWireLength_um: 16110
  post_drt_wl_per_cell_um: 15.17
  vias_per_cell: 5.753
  drt-met1-wl_um: 7920
  antenna_violating_nets_post_route: 0
grt:
  largest_net_degree_at_the_start_of_global_routing: 76
  antenna_found_initial: 0
  grt_pass1_wl_um: 27220
  first_global_vias: 5556
  grt_overflow_total: 0
  grt_use_total: 0.2085
finish:
  post-route-util: 0.5860
  area_growth_pct: 13.82
  mostFrequentLayoutCell: "sky130_fd_sc_hd__dfrtp_1"
  logic_area_um2: 3676
  nFillCells: 1318
  layout_top_cells: "135 x sky130_fd_sc_hd__dfrtp_1, 68 x sky130_fd_sc_hd__nor2_1, 60 x sky130_fd_sc_hd__nand2_1"
  post_route_cells_drive_above_1_share: 0.1241
  ff_latch_area_um2: 4312
timing:
  grt_setup_unrepaired: "no"
  fin_tns_setup_ns: 0
  final.setup_skew_ns: 0.007734
  setup_viol_count_final: 0
  fin_crit_sh: 0.7719
  max-slew-margin-rel: 0.4544
  finalHoldViolCount: 0
  fmax_mhz: 332.2
  final_max_slew_viol_count: 0
  worstMarginPinSlew_ns: 0.8184
  timing.final.crit_period_ns: 3.010
run_status:
  outcome: "finished clean"
min_path:
  timing.hold.worst.class: "primary input to async pin"
flow_run:
  cap_viol_max_count: 0
  openroad.warnings: 31
worst max-delay path by stage:
stage,startpoint,cells past startpoint,to,slack (ns)
6_report,u_lega_box.u_sersor_core.cnt_trig[0]$_DFFE_PN0P_,5,trig,0.89
5_1_grt,u_lega_box.u_sersor_core.cnt_trig[0]$_DFFE_PN0P_,5,trig,0.75
4_1_cts,u_lega_box.u_sersor_core.cnt_trig[0]$_DFFE_PN0P_,5,trig,0.89
registers in the layout (all words and copies together), names as in the netlist:
| register | flops |
|---|---|
| u_lega_box.st_lega | 9 |
| u_lega_box.u_sersor_core.echo_d0 | 1 |
| u_lega_box.u_sersor_core.cnt_trig | 16 |
| u_lega_box.u_sersor_core.cnt_echo | 32 |
| u_lega_box.cnt_retry | 4 |
| u_lega_box.cnt_wait | 32 |
| cnt_redo | 4 |
| done_measure | 1 |
| cnt_wait | 32 |
| data_measure | 32 |
| st_alg | 6 |
| u_lega_box.u_sersor_core.echo_d1 | 1 |
| err_measure | 1 |
kinds of logic (layout without fill, tap and decap cells):
family                     after synthesis  in the layout  share of synthesized area
AOI/OAI and AO/OA                      100            100                    0.07230
xor gates and xnor gates                53             53                    0.05635
adders and majority gates               11             11                    0.01671
buffers and inverters                   64            108                    0.03038
DFF                                    171            171                     0.5234
muxes                                   50             50                    0.06577
and+or+nand+nor                        353            353                     0.2351
cells in the mapped netlist (all sizes together) (2+ instances only):
| library cell | instances |
|---|---|
| dfrtp | 135 |
| nor2 | 68 |
| nand2 | 60 |
| a21oi | 43 |
| nand3 | 41 |
| nand4 | 41 |
| dfstp | 34 |
| mux2 | 33 |
| xor2 | 32 |
| inv | 31 |
| clkbuf | 29 |
| nor4 | 28 |
| or4 | 26 |
| o31ai | 25 |
| o21ai | 21 |
| xnor2 | 21 |
| or3 | 19 |
| mux2i | 17 |
| and4 | 13 |
| nor3 | 12 |
| and3 | 11 |
| ha | 11 |
| nand2b | 10 |
| and2 | 8 |
| nor4b | 8 |
| buf | 4 |
| a21o | 2 |
| a31oi | 2 |
| dfxtp | 2 |
| nand3b | 2 |
| nor3b | 2 |
| o21a | 2 |
| o311ai | 2 |
metal layers:
metal	up-vias	track usage
met5	-	0
met4	0	0.02366
met3	16	0.03466
met2	137	0.3076
met1	2979	0.3521
li1	2978	-
final cells by class:
cell class	count	share of cell area
repair buffers	46	0.04844
multi-input cells	567	0.3920
clock buffers	25	0.05177
well taps	216	0.02882
clock inverters	6	0.006672
inverters	31	0.01241
flip-flops and latches	171	0.4598
through the flow:
| step | hold WS (ns) | area, µm² | setup WS [ns] | std cells |
|---|---|---|---|---|
| after floorplan | 0.3258 | 8238 | 1.890 | 802 |
| after global placement | 0.4153 | 8828 | 1.348 | 1031 |
| after detailed placement | 0.4292 | 8828 | 1.342 | 1031 |
| after CTS | 0.3137 | 9376 | 0.8870 | 1062 |
| after global routing | 0.3296 | 9376 | 0.7457 | 1062 |
| final | 0.3009 | 9376 | 0.8897 | 1062 |
power by group through the flow:
| stage | Clock [W] | Combinational (W) | Sequential, W |
|---|---|---|---|
| global route | 0.00170 | 0.000140 | 0.00187 |
| CTS | 0.00162 | 0.000123 | 0.00186 |
| finish | 0.00158 | 0.000119 | 0.00186 |
Power is estimated from default activity; no workload was simulated.
