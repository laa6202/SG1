==> ./design.v <==
module iic_inf(
scl,		 
sda,
stu_iic_status,	
cfg_iic_devid,	
cfg_iic_addr,	
cfg_iic_wdata,	
stu_iic_rdata,	
act_iic_write,
act_iic_read,
clk_sys,
pluse_us,
rst_n
);
output scl;
inout	 sda;
output  [7:0] stu_iic_status;	
input 	[7:0] cfg_iic_devid;	
input 	[7:0] cfg_iic_addr;		
input 	[7:0] cfg_iic_wdata;	
output  [7:0] stu_iic_rdata;	
input 	[7:0] act_iic_write;
input 	[7:0] act_iic_read;	
input clk_sys;
input pluse_us;
input rst_n;
reg [3:0] cnt_us;
always  @(posedge clk_sys or negedge rst_n)	begin
	if(~rst_n)
		cnt_us <= 4'h0;
	else if(pluse_us)	begin
		if(cnt_us == 4'd9)
			cnt_us <= 4'h0;
		else 
			cnt_us <= cnt_us + 4'h1;
	end
	else ;
end
wire scl_up = (cnt_us == 4'h2) & pluse_us;
wire scl_down = (cnt_us == 4'h7) & pluse_us;
reg scl_nostop;
always @ (posedge clk_sys or negedge rst_n)	begin
	if(~rst_n)
		scl_nostop <= 1'b1;
	else if(cnt_us <= 4'h4)
		scl_nostop <= 1'b1;
	else 
		scl_nostop <= 1'b0;
end
parameter S_IDLE = 5'h0;
parameter S_WSTART1 = 5'h1;
parameter S_WSTART2 = 5'h2;
parameter S_WDAT1 = 5'h3;
parameter S_WACK1 = 5'h4;
parameter S_WDAT2 = 5'h5;
parameter S_WACK2 = 5'h6;
parameter S_WDAT3 = 5'h7;
parameter S_WACK3 = 5'h8;
parameter S_STOP = 5'he;
parameter S_DONE = 5'hf;
parameter S_RSTART11 = 5'h11;
parameter S_RSTART12 = 5'h12;
parameter S_RDAT1 = 5'h13;
parameter S_RACK1 = 5'h14;
parameter S_RDAT2 = 5'h15;
parameter S_RACK2 = 5'h16;
parameter S_RSTART21 = 5'ha;
parameter S_RSTART22 = 5'hb;
parameter S_RDAT3 = 5'h17;
parameter S_RACK3 = 5'h18;
parameter S_RDAT4 = 5'h19;
parameter S_RACK4 = 5'h1a;
reg [4:0] st_iic;
wire act_write;
wire act_read;
always @ (posedge clk_sys or negedge rst_n)	begin
	if(~rst_n)
		st_iic <= S_IDLE;
	else begin
		case(st_iic)
			S_IDLE : st_iic <=	act_write ? S_WSTART1 :
													act_read ? S_RSTART11 : S_IDLE;
			S_WSTART1 : st_iic <= scl_up ? S_WSTART2 :  S_WSTART1;
			S_WSTART2 : st_iic <= scl_down ? S_WDAT1 : S_WSTART2;
			default :  st_iic <= S_IDLE;
		endcase
	end
end
assign act_write = act_iic_write[1] & act_iic_write[0];
assign act_read  = act_iic_read[1]  & act_iic_read[0];
reg [7:0] tmp_devid;
reg [7:0] tmp_addr;
reg [7:0] tmp_data;
always @ (posedge clk_sys or negedge rst_n)	begin
	if(~rst_n)	begin
		tmp_devid <= 8'h0;
		tmp_addr <= 8'h0;
		tmp_data <= 8'h0;
	end
	else if((st_iic == S_WSTART1)||(st_iic == S_RSTART11))	begin
		tmp_devid <= cfg_iic_devid;
		tmp_addr <= cfg_iic_addr;
		tmp_data <= cfg_iic_wdata;
	end
	else if((st_iic == S_WDAT1)||(st_iic == S_RDAT1)||(st_iic == S_RDAT3))
		tmp_devid <= scl_down ? {tmp_devid[6:0],1'b0} : tmp_devid;
	else if((st_iic == S_WDAT2)||(st_iic == S_RDAT2))
		tmp_addr <= scl_down ? {tmp_addr[6:0],1'b0} : tmp_addr;
	else if(st_iic == S_WDAT3)
		tmp_data <= scl_down ? {tmp_data[6:0],1'b0} : tmp_data;
end
wire scl = 1'bz; 
wire sda_org;
assign sda_org = 	(st_iic == S_WSTART1) ? 1'b1 :
									(st_iic == S_WSTART2) ? 1'b0 :	
									(st_iic == S_WDAT1)|(st_iic == S_RDAT1) ? tmp_devid[7] :
									(st_iic == S_WDAT2)|(st_iic == S_RDAT2) ? tmp_devid[7] :1'bz;
endmodule
module iic_reg(
fx_waddr,
fx_wr,
fx_data,
fx_rd,
fx_raddr,
fx_q,
stu_iic_status,	
cfg_iic_devid,	
cfg_iic_addr,	
cfg_iic_wdata,	
stu_iic_rdata,	
act_iic_write,
act_iic_read,
dev_id,
clk_sys,
rst_n
);
input 				fx_wr;
input [7:0]		fx_data;
input [21:0]	fx_waddr;
input [21:0]	fx_raddr;
input 				fx_rd;
output  [7:0]	fx_q;
input  [7:0] stu_iic_status;	
output [7:0] cfg_iic_devid;	
output [7:0] cfg_iic_addr;		
output [7:0] cfg_iic_wdata;	
input  [7:0] stu_iic_rdata;	
output [7:0] act_iic_write;
output [7:0] act_iic_read;	
input [5:0] dev_id;
input clk_sys;
input rst_n;
wire dev_wsel = (fx_waddr[21:16]== dev_id) ? 1'b1 :1'b0;
wire dev_rsel = (fx_raddr[21:16]== dev_id) ? 1'b1 :1'b0;
wire now_wr = fx_wr & dev_wsel;
wire now_rd = fx_rd & dev_rsel;
wire[7:0] stu_iic_status;	 
reg [7:0] cfg_iic_devid;	 
reg [7:0] cfg_iic_addr;		 
reg [7:0] cfg_iic_wdata;	 
wire[7:0] stu_iic_rdata;	 
wire[7:0] act_iic_write;	 
wire[7:0]	act_iic_read;		 
reg [7:0] cfg_dbg0;
reg [7:0] cfg_dbg1;
reg [7:0] cfg_dbg2;
reg [7:0] cfg_dbg3;
reg [7:0] cfg_dbg4;
reg [7:0] cfg_dbg5;
reg [7:0] cfg_dbg6;
reg [7:0] cfg_dbg7;
always @ (posedge clk_sys or negedge rst_n)	begin
	if(~rst_n)	begin
		cfg_iic_devid <= 8'h42;
		cfg_iic_addr <= 8'h0;
		cfg_iic_wdata <= 8'h0;
		cfg_dbg0 <= 8'h80;
		cfg_dbg1 <= 8'h81;
		cfg_dbg2 <= 8'h82;
		cfg_dbg3 <= 8'h83;
		cfg_dbg4 <= 8'h84;
		cfg_dbg5 <= 8'h85;
		cfg_dbg6 <= 8'h86;
		cfg_dbg7 <= 8'h87;
	end
	else if(now_wr) begin
		case(fx_waddr[15:0])
			16'h2  : cfg_iic_devid <= fx_data;
			16'h3  : cfg_iic_addr  <= fx_data;
			16'h4  : cfg_iic_wdata <= fx_data;
			16'h80 : cfg_dbg0 <= fx_data;
			16'h81 : cfg_dbg1 <= fx_data;
			16'h82 : cfg_dbg2 <= fx_data;
			16'h83 : cfg_dbg3 <= fx_data;
			16'h84 : cfg_dbg4 <= fx_data;
			16'h85 : cfg_dbg5 <= fx_data;
			16'h86 : cfg_dbg6 <= fx_data;
			16'h87 : cfg_dbg7 <= fx_data;
			default : ;
		endcase
	end
	else ;
end
assign act_iic_write =  (now_wr & (fx_waddr[15:0] == 16'h6)) ? fx_data : 8'h0;
assign act_iic_read  =  (now_wr & (fx_waddr[15:0] == 16'h7)) ? fx_data : 8'h0;
reg [7:0] q0;
always @(posedge clk_sys or negedge rst_n)	begin
	if(~rst_n) begin
		q0 <= 8'h0;
	end
	else if(now_rd) begin
		case(fx_raddr[15:0])
			16'h0  : q0 <= dev_id;
			16'h1  : q0 <= stu_iic_status;
			16'h2  : q0 <= cfg_iic_devid;
			16'h3  : q0 <= cfg_iic_addr;
			16'h4  : q0 <= cfg_iic_wdata;
			16'h5  : q0 <= stu_iic_rdata;
			16'h80 : q0 <= cfg_dbg0;
			16'h81 : q0 <= cfg_dbg1;
			16'h82 : q0 <= cfg_dbg2;
			16'h83 : q0 <= cfg_dbg3;
			16'h84 : q0 <= cfg_dbg4;
			16'h85 : q0 <= cfg_dbg5;
			16'h86 : q0 <= cfg_dbg6;
			16'h87 : q0 <= cfg_dbg7;
			default : q0 <= 8'h0;
		endcase
	end
	else 
		q0 <= 8'h0;
end
wire [7:0] fx_q;
assign fx_q = q0;
endmodule
module ov_inf(
ov_vcc,
ov_gnd,
ov_vsync,
ov_href,
ov_pclk,
ov_xclk,		 
ov_data,
ov_rstn,
ov_pwdn,
ov_sioc,
ov_siod,
cnt_line,
cnt_pclk,
data_pclk,
data_vld,
fx_waddr,
fx_wr,
fx_data,
fx_rd,
fx_raddr,
fx_q,
dev_id,
clk_sys,
clk_24m,
pluse_us,
rst_n
);
input  ov_vcc;
input  ov_gnd;
input  ov_vsync;
input  ov_href;
input  ov_pclk;
output ov_xclk;
input  [7:0]	ov_data;
output ov_rstn;
output ov_pwdn;
output ov_sioc;
inout  ov_siod;
output [15:0]	 cnt_line;
output [15:0]	 cnt_pclk;
output [7:0]	 data_pclk;
output 				 data_vld;
input 				fx_wr;
input [7:0]		fx_data;
input [21:0]	fx_waddr;
input [21:0]	fx_raddr;
input 				fx_rd;
output  [7:0]	fx_q;
input [5:0] dev_id;
input clk_sys;
input clk_24m;
input pluse_us;
input rst_n;
wire ov_xclk;
assign	ov_xclk = clk_24m;
reg ov_rstn;
reg ov_pwdn;
always @(posedge clk_sys)	begin
	ov_rstn <= rst_n;
	ov_pwdn <= 1'b0;
end
wire [7:0] stu_iic_status;	
wire [7:0] cfg_iic_devid;	
wire [7:0] cfg_iic_addr;		
wire [7:0] cfg_iic_wdata;	
wire [7:0] stu_iic_rdata;	
wire [7:0] act_iic_write;
wire [7:0] act_iic_read;	
iic_reg u_iic_reg(
.fx_waddr(fx_waddr),
.fx_wr(fx_wr),
.fx_data(fx_data),
.fx_rd(fx_rd),
.fx_raddr(fx_raddr),
.fx_q(fx_q),
.stu_iic_status(stu_iic_status),	
.cfg_iic_devid(cfg_iic_devid),	
.cfg_iic_addr(cfg_iic_addr),	
.cfg_iic_wdata(cfg_iic_wdata),	
.stu_iic_rdata(stu_iic_rdata),	
.act_iic_write(act_iic_write),
.act_iic_read(act_iic_read),
.dev_id(dev_id),
.clk_sys(clk_sys),
.rst_n(rst_n)
);
iic_inf u_iic_inf(
.scl(ov_sioc),		 
.sda(ov_siod),
.stu_iic_status(stu_iic_status),	
.cfg_iic_devid(cfg_iic_devid),	
.cfg_iic_addr(cfg_iic_addr),	
.cfg_iic_wdata(cfg_iic_wdata),	
.stu_iic_rdata(stu_iic_rdata),	
.act_iic_write(act_iic_write),
.act_iic_read(act_iic_read),
.clk_sys(clk_sys),
.pluse_us(pluse_us),
.rst_n(rst_n)
);
ov_monitor u_ov_monitor(
.ov_data(ov_data),
.ov_href(ov_href),
.ov_vsync(ov_vsync),
.ov_pclk(ov_pclk),
.cnt_pclk(cnt_pclk),
.cnt_line(cnt_line),
.data_pclk(data_pclk),
.data_vld(data_vld),
.clk_sys(clk_sys),
.rst_n(rst_n)
);
endmodule
module ov_monitor(
ov_data,
ov_href,
ov_vsync,
ov_pclk,
cnt_pclk,
cnt_line,
data_pclk,
data_vld,
clk_sys,
rst_n
);
input [7:0]	ov_data;
input ov_href;
input ov_vsync;
input ov_pclk;
output [15:0]	cnt_pclk;
output [15:0]	cnt_line;
output [7:0]	data_pclk;
output 				data_vld;
input clk_sys;
input rst_n;
reg [7:0] vs_reg;
always @ (posedge clk_sys)
	vs_reg <= {vs_reg[6:0],ov_vsync};
reg ov_vs;
always @(posedge clk_sys or negedge rst_n)	begin
	if(~rst_n)
		ov_vs <= 1'b0;
	else if(vs_reg == 8'hff)
		ov_vs <= 1'b1;
	else if(vs_reg == 8'h0)
		ov_vs <= 1'b0;
	else	;
end
reg [1:0]ov_href_reg;
always @ (posedge clk_sys)
	ov_href_reg <= {ov_href_reg[0],ov_href};
wire ov_href_rasing = ov_href_reg[0] & (~ov_href_reg[1]);
reg [1:0] ov_pclk_reg;
always @ (posedge clk_sys)
	ov_pclk_reg <= {ov_pclk_reg[0],ov_pclk};
wire ov_pclk_rasing = (~ov_pclk_reg[1]) & ov_pclk_reg[0];
reg [15:0] cnt_pclk ;
always @(posedge clk_sys or negedge rst_n)	begin
	if(~rst_n)
		cnt_pclk <= 16'h0;
	else if(~ov_href_reg)
		cnt_pclk <= 16'b0;
	else 
		cnt_pclk <= ov_pclk_rasing ? (cnt_pclk + 16'h1) : cnt_pclk;
end
reg [15:0] cnt_vs ;
always @(posedge clk_sys or negedge rst_n)	begin
	if(~rst_n)
		cnt_vs <= 16'h0;
	else if(~ov_vs)
		cnt_vs <= 16'b0;
	else 
		cnt_vs <= ov_pclk_rasing ? (cnt_vs + 16'h1) : cnt_vs;
end
reg [15:0] cnt_line;
always @ (posedge clk_sys or negedge rst_n)	begin
	if(~rst_n)
		cnt_line <= 16'h0;
	else if(ov_vs)
		cnt_line <= 16'h0;
	else if(ov_href_rasing)
		cnt_line <= cnt_line + 16'h1;
	else ;
end
reg [7:0]	data_pclk;
always @(posedge clk_sys or negedge rst_n)	begin
	if(~rst_n)
		data_pclk <= 8'h0;
	else 
		data_pclk <= ov_data;
end
wire data_vld = ov_pclk_rasing & ov_href_reg[1];
endmodule
==> ./run.sh <==
#!/bin/bash
# OpenROAD 26Q1-2900-gdf79404cd8, Yosys 0.63+post, stock flow scripts
make -C /OpenROAD-flow-scripts/flow DESIGN_CONFIG=/design/flow/config.mk WORK_HOME=/design/flow/orfs finish
==> ./config.mk <==
export PLATFORM = sky130hd
export DESIGN_NAME = ov_inf
export DESIGN_NICKNAME = ov_inf
export VERILOG_FILES = /design/flow/design.v
export SDC_FILE = /design/flow/constraint.sdc
export NUM_CORES = 4
export LEC_CHECK = 1
export CORE_UTILIZATION = 50
==> ./constraint.sdc <==
current_design ov_inf

set clk_period 2.3
set clk_io_pct 0.2

create_clock -name clk0 -period $clk_period [get_ports {clk_sys}]

set non_clock_inputs [all_inputs -no_clocks]
set_input_delay [expr $clk_period * $clk_io_pct] -clock clk0 $non_clock_inputs
set_output_delay [expr $clk_period * $clk_io_pct] -clock clk0 [all_outputs]
==> summary.txt <==
Aoi share -> 6.63%
CTS Buffer Depth -> 2
All-Layer GR Usage -> 27.8%
Mapped Cells -> 550
P_int -> 0.00431 W
Max_slew headroom -> 59.5%
Final setup fails -> 0
Clk_skew -> 0.00679 ns
Top-area cell share -> 41.6%
Crit end category -> flip-flop
Logic area -> 3130 um2
Yosys warnings -> 22
Cell mode on critical path -> or4_4
Gp weighted congestion -> 0.935
Yosys reg bits -> 150
First-pass GRT wire length -> 29000 um
Max Fclk -> 442 MHz
Startpoint types -> primary input
Synthesized cell area -> 6910 um2
Crit-path max cell delay -> 0.52 ns
Tool warnings -> 31
Reg-to-reg slack, setup -> 0.46 ns
Power Dens Cells -> 576 nW/um2
Ys flop type -> dfrtp_1
LEAKAGE -> 4.23 nW
Die ar. -> 14300 um2
Flip-flops with a built-in enable -> 0
Switching pwr -> 0.00125 W
Crit path kind -> primary input to flip-flop
Drt drc -> 0
Critical Path RT -> 2.59 ns
Asr flop ratio synth -> 91.3%
Endpoints left unconstrained -> 1
Vias per inst -> 5.54
Layout fillers -> 910
PortBufs -> 122
Finished Cell Area -> 9650 um2
RSZ-0062 raised after global routing -> yes
Worst Max-Slew Pin Slew -> 0.607 ns
Cell type with the largest total area -> dfrtp_1
Final core occ -> 72.3%
H-tree depth -> 4
Clk sink count -> 150
Avg WL per Cell -> 19.1 um
Pwr Total -> 0.00556 W
Register share after synthesis -> 53.8%
# diodes -> 0
Switching Fraction -> 22.4%
Combinational Power Share -> 7.0%
Root Buffer -> clkbuf_16
Post-Synth Simple-Gate Area -> 14.8%
Core Area -> 13300 um2
Starting density of the core -> 51.8%
Clock-pin slew on the worst setup and hold paths -> 0.05 ns
Crit Path Max Fanout -> 8
Final hold violations -> 0
Cell area leaders -> dfrtp_1 (42%), mux2_2 (13%), dfstp_2 (8.4%)
Reg power frac -> 48.1%
Total global routing overflow -> 0
Crit-path cells -> clkdlybuf4s50_1, or4_4, nor2_4, nand3_2, or4_4, buf_12, mux2_4
CP max-delay cell -> or4_4
Worst VDD drop -> 0.495 mV
Routed Antenna Nets -> 0
Row count -> 42
Tcrit/Tclk final -> 98.5%
CTS Buf Count -> 17
Crit path time final -> 2.26 ns
Final Slew Violations -> 0
Yosys Instances -> 550
Largest registers -> u_ov_monitor.cnt_line (16), u_ov_monitor.cnt_pclk (16)
Dpl ws -> -0.451 ns
Iter 0 DRT Violations -> 295
Max-Cap Viols -> 0
Share of layout cells above drive strength 1 -> 34.3%
Drt total wl -> 17900 um
Initial antenna violation count -> 0
Yosys xor share -> 5.20%
Layout area overhead -> 39.6%
Synth Area in Adders -> 0.362%
CP arrival -> 2.56 ns
Via count -> 5210
Vias in the first global route -> 5410
IO Count -> 131
Register area -> 3720 um2
Die X-Extent -> 120 um
Status -> complete, no violations
Final HPWL DP -> 12700 um
Post-DP Area -> 8990 um2
Worst Hold Class -> primary input to async pin
CTS tree -> yes
Clock power frac -> 44.9%
Yosys Chip Area -> 6910 um2
Synth Area per Inst -> 12.6 um2
Main logic family after synthesis -> multiplexers
Most frequent cells in the layout -> clkdlybuf4s50_1 (115), dfrtp_1 (115), mux2_2 (77)
Setup WS post-layout -> 0.0354 ns
Distinct cell type count after synthesis -> 62
Vert. Die Dim -> 120 um
Largest net degree at the start of global routing -> 62
Multiplexer share -> 17.3%
Worst skew pair latency -> 0.41 ns
Drt first pass iters -> 4
## metal layers
metal | GRT usage [%] | part of all wire (%) | up-vias
met1 | 43.6 | 44 | 2551
li1 | - | - | 2440
met5 | 0 | 0 | -
met4 | 7.50 | 3.2 | 0
met2 | 40.1 | 45 | 187
met3 | 8.16 | 8.4 | 32
## power groups by stage
stage,logic (W),registers [W],clock network [W]
6_report,0.000389,0.00267,0.00250
4_1_cts,0.000390,0.00267,0.00256
5_1_grt,0.000424,0.00267,0.00267
## logic make-up after synthesis
group                      count (synthesis)
AOI/OAI and AO/OA                         56
xor gates and xnor gates                  41
adders and majority gates                  2
buffers and inverters                     28
DFF                                      150
muxes                                    100
other                                      1
and+or+nand+nor                          172
## critical path: cells and delay by family
family / cells / cell delay [ns]
simple gates: 4 / 1.23
buf+inv: 2 / 0.57
mux: 1 / 0.30
## final timing paths
path,from,endpoint,cells after the start
setup / recovery,fx_waddr[15],u_iic_reg.cfg_iic_addr[6]$_DFFE_PN0P_,7
hold / removal,rst_n,u_iic_reg.q0[7]$_DFF_PN0_,1
setup reg to reg,u_ov_monitor.cnt_line[0]$_DFFE_PN0P_,u_ov_monitor.cnt_line[10]$_DFFE_PN0P_,6
hold reg to reg,u_ov_monitor.vs_reg[5]$_DFF_P_,u_ov_monitor.vs_reg[6]$_DFF_P_,0
max in group asynchronous,rst_n,u_ov_monitor.data_pclk[3]$_DFF_PN0_,2
min in group clk0,u_ov_monitor.vs_reg[5]$_DFF_P_,u_ov_monitor.vs_reg[6]$_DFF_P_,0
## stage by stage
stage	std cells	setup TNS [ns]	hold WS [ns]
after global placement	907	-36.57	0.337
after detailed placement	907	-35.88	0.342
after floorplan	551	0	0.164
after global routing	940	-0.00884	0.0631
final	940	0	0.0354
after CTS	940	0	0.0404
## area by class of cell
type | instances | area share (%)
Sequential cell | 150 | 38.5
Multi-Input combinational cell | 373 | 32.5
Timing Repair Buffer | 208 | 21.1
Clock buffer | 21 | 4.79
Tap cell | 176 | 2.28
Clock inverter | 11 | 0.830
Inverter | 1 | 0.0389
## timing repair
item | in CTS | in global routing
gates resized | 2 | 22
setup endpoints to repair | 16 | 73
pin swaps | 2 | 8
hold buffers | 0 | 0
setup buffers | 1 | 0
## cell usage after synthesis (2+ instances only)
cell      number
dfrtp_1      115
mux2_2        79
nor2_1        38
nand2_1       28
xor2_1        24
dfstp_2       22
nand3_1       20
clkbuf_1      19
xnor2_1       17
mux2_4        16
dfxtp_1       13
and3_1        10
nand4_1       10
a22oi_1        9
a22o_1         8
and4_1         8
nor4_1         8
a41oi_1        7
nor2_2         7
a222oi_1       6
nor2b_1        6
a32oi_1        5
nor3_1         5
o21ai_0        5
and2_1         4
mux2i_1        4
or4_1          4
or4_4          4
a31oi_1        3
buf_4          3
nand4b_1       3
nor4_4         3
a221oi_1       2
a32o_1         2
buf_2          2
buf_6          2
ha_1           2
nand3b_1       2
nor4b_1        2
Power and IR drop assume default switching activity.
