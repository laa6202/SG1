==> design/flow/design.v <==
module demo_control_module
(
    input CLK,
	 input RSTn,
	 output [23:0]Number_Sig
);
	 parameter T100MS = 23'd4_999_999;           
	 reg [22:0]C1;
	 always @ ( posedge CLK or negedge RSTn )
	     if( !RSTn )
		      C1 <= 23'd0;
		  else if( C1 == T100MS )
		      C1 <= 23'd0;
		  else 
		      C1 <= C1 + 1'b1;
	 reg [3:0]i;
	 reg [23:0]rNum;
	 reg [23:0]rNumber;
	 always @ ( posedge CLK or negedge RSTn )
	      if( !RSTn )
			    begin
			        i <= 4'd0;
					  rNum <= 24'd0;
					  rNumber <= 24'd0;
				 end
		   else
			    case( i )
				     0:
					  if( C1 == T100MS ) begin rNum[3:0] <= rNum[3:0] + 1'b1; i <= i + 1'b1; end                  
					  1:
					  if( rNum[3:0] > 4'd9 ) begin rNum[7:4] <= rNum[7:4] + 1'b1; rNum[3:0] <= 4'd0; i <= i + 1'b1; end  
					  else i <= i + 1'b1; 
					  2:
					  if( rNum[7:4] > 4'd9 ) begin rNum[11:8] <= rNum[11:8] + 1'b1; rNum[7:4] <= 4'd0; i <= i + 1'b1; end 
					  else i <= i + 1'b1;
					  3:
					  if( rNum[11:8] > 4'd9 ) begin rNum[15:12] <= rNum[15:12] + 1'b1; rNum[11:8] <= 4'd0; i <= i + 1'b1; end 
					  else i <= i + 1'b1;
					  4:
					  if( rNum[15:12] > 4'd9 ) begin rNum[19:16] <= rNum[19:16] + 1'b1; rNum[15:12] <= 4'd0; i <= i + 1'b1; end 
			        else i <= i + 1'b1;
					  5:
					  if( rNum[19:16] > 4'd9 ) begin rNum[23:20] <= rNum[23:20] + 1'b1; rNum[19:16] <= 4'd0; end  
					  else i <= i + 1'b1;
					  6:
					  if( rNum[23:20] > 4'd9 ) begin rNum <= 24'd0; i <= i + 1'b1; end        
					  else i <= i + 1'b1; 
					  7:
					  begin rNumber <= rNum; i <= 4'd0; end
				 endcase
	 assign Number_Sig = rNumber;
endmodule
module smg_control_module
(
    input CLK,
	 input RSTn,
	 input [23:0]Number_Sig,
	 output [3:0]Number_Data
);
	 parameter T1MS = 16'd49999;             
	  reg [15:0]C1;
	 always @ ( posedge CLK or negedge RSTn )
	     if( !RSTn )
		      C1 <= 16'd0;
		  else if( C1 == T1MS )
		      C1 <= 16'd0;
		  else
		      C1 <= C1 + 1'b1;
	 reg [3:0]i;
	 reg [3:0]rNumber;
	 always @ ( posedge CLK or negedge RSTn )
	     if( !RSTn )
		      begin
		          i <= 4'd0;
			    	 rNumber <= 4'd0;
				end
		  else 
		      case( i )
				    0:
					 if( C1 == T1MS ) i <= i + 1'b1;
					 else rNumber <= Number_Sig[23:20];           
					 1:
					 if( C1 == T1MS ) i <= i + 1'b1;
					 else rNumber <= Number_Sig[19:16];           
					 2:
					 if( C1 == T1MS ) i <= i + 1'b1;
					 else rNumber <= Number_Sig[15:12];           
					 3:
					 if( C1 == T1MS ) i <= i + 1'b1;
					 else rNumber <= Number_Sig[11:8];            
					 4:
					 if( C1 == T1MS ) i <= i + 1'b1;
					 else rNumber <= Number_Sig[7:4];             
					 5:
					 if( C1 == T1MS ) i <= 4'd0;
					 else rNumber <= Number_Sig[3:0];             
				endcase
	 assign Number_Data = rNumber;
endmodule
module smg_encode_module
(
	 input CLK,
	 input RSTn,
	 input [3:0]Number_Data,
	 output [7:0]SMG_Data
);
	 parameter _0 = 8'b1100_0000, _1 = 8'b1111_1001, _2 = 8'b1010_0100, 
	           _3 = 8'b1011_0000, _4 = 8'b1001_1001, _5 = 8'b1001_0010, 
				  _6 = 8'b1000_0010, _7 = 8'b1111_1000, _8 = 8'b1000_0000,
				  _9 = 8'b1001_0000;
	 reg [7:0]rSMG;
	 always @ ( posedge CLK or negedge RSTn )
	     if( !RSTn )
		      begin
				    rSMG <= 8'b1111_1111;
				end
        else 
		       case( Number_Data )
					  4'd0 : rSMG <= _0;
					  4'd1 : rSMG <= _1;
					  4'd2 : rSMG <= _2;
					  4'd3 : rSMG <= _3;
					  4'd4 : rSMG <= _4;
					  4'd5 : rSMG <= _5;
					  4'd6 : rSMG <= _6;
					  4'd7 : rSMG <= _7;
					  4'd8 : rSMG <= _8;
					  4'd9 : rSMG <= _9;
				 endcase
	 assign SMG_Data = rSMG;
endmodule
module smg_interface
(
    input CLK,
	 input RSTn,
	 input [23:0]Number_Sig,
	 output [7:0]SMG_Data,
	 output [5:0]Scan_Sig
);
	 wire [3:0]Number_Data;
	 smg_control_module U1
	 (
	    .CLK( CLK ),
		 .RSTn( RSTn ),
		 .Number_Sig( Number_Sig ),     
		 .Number_Data( Number_Data )    
	 );
    smg_encode_module U2
	 (
	     .CLK( CLK ),
		  .RSTn( RSTn ),
		  .Number_Data( Number_Data ),    
		  .SMG_Data( SMG_Data )           
	 );
	 smg_scan_module U3
	 (
	     .CLK( CLK ),
		  .RSTn( RSTn ),
		  .Scan_Sig( Scan_Sig )   
	 );
endmodule
module smg_interface_demo
(
    input CLK,
	 input RSTn,
	 output [7:0]SMG_Data,            
	 output [5:0]Scan_Sig             
);
    wire [23:0]Number_Sig;
    demo_control_module U1
	 (
	     .CLK( CLK ),
		  .RSTn( RSTn ),
		  .Number_Sig( Number_Sig )  
	 );
	 smg_interface U2
	 (
	     .CLK( CLK ),
		  .RSTn( RSTn ),
		  .Number_Sig( Number_Sig ),  
		  .SMG_Data( SMG_Data ),      
		  .Scan_Sig( Scan_Sig )       
	 );
endmodule
module smg_scan_module
(
    input CLK, 
	 input RSTn, 
	 output [5:0]Scan_Sig
);
	 parameter T1MS = 16'd49999;
	 reg [15:0]C1;
	 always @ ( posedge CLK or negedge RSTn )
	     if( !RSTn )
		      C1 <= 16'd0;
		  else if( C1 == T1MS )
		      C1 <= 16'd0;
		  else
		      C1 <= C1 + 1'b1;
	 reg [3:0]i;
	 reg [5:0]rScan;
	 always @ ( posedge CLK or negedge RSTn )
	     if( !RSTn )
		      begin
		          i <= 4'd0;
		          rScan <= 6'b100_000;
			   end
		  else 
		      case( i )
					 0:
		          if( C1 == T1MS ) i <= i + 1'b1;
					 else rScan <= 6'b011_111;                       
					 1:
					 if( C1 == T1MS ) i <= i + 1'b1;
					 else rScan <= 6'b101_111;                       
					 2:
					 if( C1 == T1MS ) i <= i + 1'b1;
					 else rScan <= 6'b110_111;                       
					 3:
					 if( C1 == T1MS ) i <= i + 1'b1;
					 else rScan <= 6'b111_011;                       
					 4:
					 if( C1 == T1MS ) i <= i + 1'b1;
					 else rScan <= 6'b111_101;                       
					 5:
					 if( C1 == T1MS ) i <= 4'd0;
					 else rScan <= 6'b111_110;                       
				endcase
	 assign Scan_Sig = rScan;
endmodule
==> design/flow/config.mk <==
export PLATFORM = sky130hd
export DESIGN_NAME = smg_interface_demo
export DESIGN_NICKNAME = smg_interface_demo
export VERILOG_FILES = /design/flow/design.v
export SDC_FILE = /design/flow/constraint.sdc
export NUM_CORES = 4
export LEC_CHECK = 1
export CORE_UTILIZATION = 40
==> design/flow/run.sh <==
#!/bin/bash
# OpenROAD 26Q1-2900-gdf79404cd8, Yosys 0.63+post, stock flow scripts
make -C /OpenROAD-flow-scripts/flow DESIGN_CONFIG=/design/flow/config.mk WORK_HOME=/design/flow/orfs finish
==> design/flow/constraint.sdc <==
current_design smg_interface_demo

set clk_period 5.4
set clk_io_pct 0.2

create_clock -name clk0 -period $clk_period [get_ports {CLK}]

set non_clock_inputs [all_inputs -no_clocks]
set_input_delay [expr $clk_period * $clk_io_pct] -clock clk0 $non_clock_inputs
set_output_delay [expr $clk_period * $clk_io_pct] -clock clk0 [all_outputs]
==> flow_summary.ini <==
; yosys + openroad results
[clock_tree]
clock_path_buffers = 2
cts_tree = done
cts_setup_buffers = 0
htreeDepth = 4
root_buffer = clkbuf_16
clkSinkCount = 132
clock.latency.late_pin_ps = 420
path_clk_slew_ps = 60
ctsHoldBuffers = 0
cts-resized-gates = 0
cts_buffers = 17

[drt]
drt_iter0_markers = 251
drc_errors = 0
diodes = 0
final_antenna_net_count = 0
viasPerCell = 5.170
first_pass_iters = 4
wl_per_cell_um = 13.64
vias = 4694
drt-total-wl_um = 12390

[worst_setup_path]
end_kind = register
crit_fanout = 9
r2r_start = U1.i[0]$_DFFE_PN0P_
crit_start = U1.i[0]$_DFFE_PN0P_
start_kind = register
critPathKind = reg2reg
required_ps = 5710
cp_data_arrival_time_ps = 2830

[yosys]
common_cells = dfrtp_1, nand2_1, nor2_1, o21ai_0, a21oi_1
ys_top_cells_by_area = dfrtp_1, ha_1, nand2_1
seq_area_frac_synth_pct = 50.02
synthArstFlopShare_pct = 100.0
yosys_warnings = 4
syn_inst = 665
top_area_cell = dfrtp_1
ys_cells = 665
syn_area_mm2 = 0.006624
synth.distinct_cells = 63
yosysMostFrequentCell = dfrtp_1
avgSynthCellArea_um2 = 9.961
edf_count = 0
yosysTopAreaCellShare_pct = 46.85
ys_area_mm2 = 0.006624
synth_flops = 132
flop_cell = dfrtp_1

[placed_design]
placement.io_buffers = 14
gp_congestion = 0.8362
dp_slack_ps = 3016
dp_hpwl_um = 8413

[die]
die_w_um = 130.7
chipArea_mm2 = 0.01708
initCoreUtil_pct = 41.40
boundaryPins = 16
coreArea_mm2 = 0.01600
die_y_um = 130.7
rows = 46

[final_timing]
setup_viol = 0
maxSlewViolCount = 0
fmax_ghz = 0.3956
max_slew_margin_pct = 36.43
setup_ws_ps = 2872
fin_crit_sh_pct = 46.81
final.setup.tns_ps = 0
final_hold_viol_count = 0
fin_crit_ps = 2528
finalClockSkew_ps = 8.365
rsz0062_at_grt = no
worst_pin_slew_ps = 940.3

[global_route]
antenna_found_initial = 0
grt_pass1_wl_um = 21250
grt_pass1_vias = 4454
grt-ovfl-total = 0
grt_max_degree = 62
grt_use_total_pct = 16.01

[pwr]
power.density_mw_per_mm2 = 281.9
total_leakage_power_nw = 3.404
ir_drop_uv = 183.0

[run_status]
outcome = finished clean

[cells_and_area]
drive_above_1_share_pct = 10.26
area_growth_pct = 14.09

[worst_hold_path]
min_from = U2.U3.i[3]$_DFFE_PN0P_
hp-class = reg2reg

[run]
warning_count = 40
drv_cap = 0
==> critical path, cell delays in order, from the launching register on <==
cell and delay [ps]:
dfrtp_1 430, inv_1 100, ha_1 340, inv_1 190
a21oi_1 140, nor4b_1 770, o21ai_0 210, a21o_1 220
==> report_power, final <==
group	internal (W)	total (W)	leakage (nW)	switching (W)
clock network	0.000700	0.00112	0.284	0.000420
logic	0.00000138	0.0000199	1.36	0.0000185
registers	0.000990	0.000990	1.76	0
total	0.00169	0.00213	3.40	0.000438
==> placed cells by master (no fill, tap or decap), types with 3 or more instances in the layout <==
| master | netlist | layout |
|---|---|---|
| dfrtp_1 | 124 | 124 |
| nand2_1 | 74 | 74 |
| nor2_1 | 65 | 65 |
| o21ai_0 | 36 | 36 |
| a21oi_1 | 29 | 29 |
| nand3_1 | 28 | 28 |
| xnor2_1 | 27 | 27 |
| inv_1 | 26 | 26 |
| ha_1 | 25 | 25 |
| xor2_1 | 24 | 24 |
| clkbuf_16 | 0 | 17 |
| nand4_1 | 14 | 14 |
| mux2_2 | 14 | 14 |
| clkdlybuf4s50_1 | 0 | 13 |
| and3_1 | 12 | 12 |
| nor2b_1 | 12 | 12 |
| nor3_1 | 10 | 10 |
| dfstp_2 | 8 | 8 |
| nand2b_1 | 8 | 8 |
| mux2i_1 | 8 | 8 |
| nor4_1 | 7 | 7 |
| and2_1 | 6 | 6 |
| or3_1 | 6 | 6 |
| a22o_1 | 6 | 6 |
| buf_4 | 1 | 6 |
| nand3b_1 | 5 | 5 |
| clkinv_2 | 0 | 5 |
| and4_1 | 4 | 4 |
| nor3b_1 | 4 | 4 |
| a211oi_1 | 4 | 4 |
| o21bai_1 | 4 | 4 |
| a31oi_1 | 4 | 4 |
| o22ai_1 | 4 | 4 |
| a21o_1 | 3 | 3 |
| o2bb2ai_1 | 3 | 3 |
| clkinvlp_4 | 0 | 3 |
| clkinv_4 | 0 | 3 |
==> flip-flops by register name, summed over array words and instances, names as in the netlist, 6 cells and up <==
register     count
U1.C1           23
U2.U3.rScan      6
U1.rNumber      24
U2.U1.C1        16
U1.rNum         24
U2.U3.C1        16
U2.U2.rSMG       7
==> path summary, 6_finish.rpt <==
kind,end,slack (ps),depth (start not counted)
max,U1.rNum[10]$_DFFE_PN0P_,2870,7
min,U2.U3.i[3]$_DFFE_PN0P_,450,0
max reg2reg,U1.rNum[10]$_DFFE_PN0P_,2870,7
min reg2reg,U2.U3.i[3]$_DFFE_PN0P_,450,0
max in group asynchronous,U2.U1.i[2]$_DFFE_PN0P_,3810,2
min in group asynchronous,U2.U3.C1[4]$_DFF_PN0_,540,1
==> per-layer routing <==
metal	up-vias	routed length (um)	track usage [%]
li1	2345	-	-
met1	2262	6194	24.89
met2	76	5518	24.28
met3	11	511	3.856
met4	0	161	1.961
met5	-	0	0
==> stage by stage <==
step / hold slack [ps] / cell area, um2 / cells / utilization [%] / total power, W
finish: 445.9 / 7557 / 908 / 47.23 / 0.002130
global route: 490.9 / 7557 / 908 / 47.23 / 0.002202
CTS: 453.8 / 7557 / 908 / 47.23 / 0.002158
detailed placement: 426.0 / 6970 / 876 / 43.56 / 0.001029
global placement: 417.3 / 6970 / 876 / 43.56 / 0.001029
floorplan: 425.1 / 6624 / 665 / - / 0.001008
==> layout make-up <==
cell class / count / area (um2)
fill: 1469 / 8443
sequential: 132 / 3313
multi-input combinational: 483 / 3114
clock buffer: 19 / 452.9
tap: 216 / 270.3
timing repair buffer: 19 / 175.2
clock inverter: 13 / 133.9
inverter: 26 / 97.59
==> cell families after synthesis <==
logic type      count (synthesis)  synth area share [%]
simple gates                  268                 20.27
flops                         132                 50.02
mux                            24                 4.269
buf+inv                        50                 2.966
compound gates                114                 10.96
fa+ha+maj                      25                 4.722
xor+xnor                       51                 6.744
other cells                     1               0.05661
Power figures rest on the tool's default switching activity, not on a simulated workload.
